## design/flow/config.mk

```make
export PLATFORM = sky130hd
export DESIGN_NAME = GPIO_old
export DESIGN_NICKNAME = GPIO_old
export VERILOG_FILES = /design/flow/design.v
export SDC_FILE = /design/flow/constraint.sdc
export NUM_CORES = 4
export LEC_CHECK = 1
export CORE_UTILIZATION = 30
```

## design/flow/constraint.sdc

```tcl
current_design GPIO_old

set clk_period 1.2
set clk_io_pct 0.2

create_clock -name clk0 -period $clk_period [get_ports {wb_clk_i}]

set non_clock_inputs [all_inputs -no_clocks]
set_input_delay [expr $clk_period * $clk_io_pct] -clock clk0 $non_clock_inputs
set_output_delay [expr $clk_period * $clk_io_pct] -clock clk0 [all_outputs]
```

## design/flow/design.v

```verilog
`default_nettype none
module IOBuf
(
    input   wire    dir_i,       
    input   wire    bit_i,       
    output  wire    bit_o,       
    inout   wire    pin_io       
);
    assign pin_io = (dir_i == 1'b1) ? 1'bz : bit_i;
    assign bit_o = pin_io;
endmodule
`default_nettype none
module GPIO_old
(
    input   wire            wb_clk_i,
    input   wire            wb_rst_i,
    output  reg     [31:0]  wb_dat_o,
    input   wire    [31:0]  wb_dat_i,
    input   wire            wb_we_i,
    input   wire    [3:0]   wb_sel_i,
    input   wire            wb_stb_i,
    output  reg             wb_ack_o,
    inout  wire    [15:0]   gpio_io
);
always @(posedge wb_clk_i) begin
  if (wb_rst_i)
    wb_ack_o <= 1'b0;
  else
    wb_ack_o <= wb_stb_i & !wb_ack_o;
end
wire    [3:0]   we  = {4{wb_we_i & wb_stb_i}} & wb_sel_i;
wire    [15:0]   gpio_read_val;
reg     [15:0]   gpio_state = 16'h0000;
reg     [15:0]   gpio_direction = 16'h0000;
genvar i;
generate for(i=0; i<16; i=i+1) begin: bufs
    IOBuf io
    (
        .dir_i  (gpio_direction[i]),
        .bit_i  (gpio_state[i]),
        .bit_o  (gpio_read_val[i]),
        .pin_io (gpio_io[i])
    );
end
endgenerate
always @(posedge wb_clk_i) begin
    if(wb_rst_i) begin
        gpio_state <= 16'h0000;
        gpio_direction <= 16'h0000;
    end
    else begin
        if (we[0]) gpio_state[7:0]      <= wb_dat_i[7:0];
        if (we[1]) gpio_state[15:8]     <= wb_dat_i[15:8];
        if (we[2]) gpio_direction[7:0]  <= wb_dat_i[23:16];
        if (we[3]) gpio_direction[15:8] <= wb_dat_i[31:24];
    end
    wb_dat_o <= {gpio_direction, gpio_read_val};
end
endmodule
```

## design/flow/run.sh

```bash
#!/bin/bash
# OpenROAD 26Q1-2900-gdf79404cd8, Yosys 0.63+post, stock flow scripts
make -C /OpenROAD-flow-scripts/flow DESIGN_CONFIG=/design/flow/config.mk WORK_HOME=/design/flow/orfs finish
```

==> changes_impl.md <==
## Flow update

* Status: did not finish
* Exit stage: 4_1_cts
* Run Error: [error] [KeplerFormal.cpp:679] Workflow failed: Iso has multiple drivers: .gpio_io0, gpio_io[0]$_SDFFE_PP0P_.Q0
* Largest cells by area: dfxtp_1 (59%), nand2b_1 (17%), mux2i_1 (15%)
* Cts bufs inserted at 9
* DP HPWL at 2560 um
* Synth Seq Share at 59.4%
* Area leader share at 59.4%
* Pre-CTS setup slack at -216 ps
* Synthesis Warnings at 2
* Post-synthesis cell type count at 9
* Largest area contributor in the netlist: dfxtp_1
* Die X at 87.5 um
* # H-tree levels at 3
* GP Congestion at 0.675
* # port buffers at 72
* Synth Instances at 177
* Post-synth ARST share at 0%
* Synth Cell Area at 2190 sq um
* Yosys stat area at 2190 sq um
* Synth cell count leaders: dfxtp_1 (65), nand2b_1 (58), mux2i_1 (32)
* Flip-flops with a built-in enable at 0
* Fp util at 31.6%
* # Cells Yosys at 177
* CTS max path bufs at 2
* PostCTS Resize Cnt at 37
* Post CTS Setup Buffer Count at 0
* Count leader, synth: dfxtp_1
* CTS Root Cell: clkbuf_8
* CTS Hold Bufs at 16
* Mean Syn Cell Area at 12.4 sq um
* IO Pins at 89
* Site row count at 30
* Die height at 87.5 um
* Dominant register cell: dfxtp_1
* Ys flops at 65
* Placed insts at 339
* CTS Sinks at 65
stage by stage:
stage          utilization (%)  hold slack [ps]  area, sq um  total power [mW]
3_3_place_gp              43.4              284         3020              2.77
3_5_place_dp              43.4              284         3020              2.77
2_1_floorplan                -              279         2190              2.51
cell families after synthesis:
group                  synth area share [%]
muxes                                  14.6
buffers and inverters                  5.37
and+or+nand+nor                        20.7
DFF                                    59.4
Power is estimated from default activity; no workload was simulated.
