===== design/flow/design.v =====
`default_nettype none
module simpleuart #(parameter integer DEFAULT_DIV = 1) (
    input	wire	clk,
    input 	wire	reset,
    output 	wire	ser_tx,
    input  	wire	ser_rx,
    input	wire 	[3:0] 	reg_div_we,
    input	wire 	[31:0] 	reg_div_di,
    output	wire 	[31:0] 	reg_div_do,
    input   wire     		reg_dat_we,
    input   wire      		reg_dat_re,
    input	wire 	[7:0]	reg_dat_di,
    output	wire 	[7:0]	reg_dat_do,
    output  wire 	[7:0]	reg_status
);
    reg [31:0] cfg_divider;
    reg [3:0] recv_state;
    reg [31:0] recv_divcnt;
    reg [7:0] recv_pattern;
    reg [7:0] recv_buf_data;
    reg recv_buf_valid;
    reg [9:0] send_pattern;
    reg [3:0] send_bitcnt;
    reg [31:0] send_divcnt;
    reg send_dummy;
    assign reg_div_do = cfg_divider;
    wire   send_busy = (send_bitcnt != 0);
    assign reg_status = {6'd0, send_busy, recv_buf_valid};
    assign reg_dat_do = recv_buf_data;
    always @(posedge clk) begin
        if (reset) begin
            cfg_divider <= DEFAULT_DIV;
        end else begin
            if (reg_div_we[0]) cfg_divider[ 7: 0] <= reg_div_di[ 7: 0];
            if (reg_div_we[1]) cfg_divider[15: 8] <= reg_div_di[15: 8];
            if (reg_div_we[2]) cfg_divider[23:16] <= reg_div_di[23:16];
            if (reg_div_we[3]) cfg_divider[31:24] <= reg_div_di[31:24];
        end
    end
    always @(posedge clk) begin
        if (reset) begin
            recv_state <= 0;
            recv_divcnt <= 0;
            recv_pattern <= 0;
            recv_buf_data <= 0;
            recv_buf_valid <= 0;
        end else begin
            recv_divcnt <= recv_divcnt + 1;
            if (reg_dat_re)
                recv_buf_valid <= 0;
            case (recv_state)
                0: begin
                    if (!ser_rx)
                        recv_state <= 1;
                    recv_divcnt <= 0;
                end
                1: begin
                    if (2*recv_divcnt > cfg_divider) begin
                        recv_state <= 2;
                        recv_divcnt <= 0;
                    end
                end
                10: begin
                    if (recv_divcnt > cfg_divider) begin
                        recv_buf_data <= recv_pattern;
                        recv_buf_valid <= 1;
                        recv_state <= 0;
                    end
                end
                default: begin
                    if (recv_divcnt > cfg_divider) begin
                        recv_pattern <= {ser_rx, recv_pattern[7:1]};
                        recv_state <= recv_state + 1'b1;
                        recv_divcnt <= 0;
                    end
                end
            endcase
        end
    end
    assign ser_tx = send_pattern[0];
    always @(posedge clk) begin
        if (reg_div_we!=0)
            send_dummy <= 1;
        send_divcnt <= send_divcnt + 1;
        if (reset) begin
            send_pattern <= ~0;
            send_bitcnt <= 0;
            send_divcnt <= 0;
            send_dummy <= 1;
        end else begin
            if (send_dummy && !(send_bitcnt!=0)) begin
                send_pattern <= ~0;
                send_bitcnt <= 15;
                send_divcnt <= 0;
                send_dummy <= 0;
            end else
            if (reg_dat_we && !(send_bitcnt!=0)) begin
                send_pattern <= {1'b1, reg_dat_di[7:0], 1'b0};
                send_bitcnt <= 10;
                send_divcnt <= 0;
            end else
            if (send_divcnt > cfg_divider && (send_bitcnt!=0)) begin
                send_pattern <= {1'b1, send_pattern[9:1]};
                send_bitcnt <= send_bitcnt - 1'b1;
                send_divcnt <= 0;
            end
        end
    end
endmodule
`default_nettype none
module simpleuart_wb
(
    input   wire                    wb_clk_i,
    input   wire                    wb_rst_i,
    input   wire  [2:2]        		wb_adr_i,
    output  wire  [31:0] 	        wb_dat_o,
    input   wire  [31:0] 	       	wb_dat_i  ,
    input   wire 		            wb_we_i,
    input   wire  [3:0] 	        wb_sel_i,
    input   wire                    wb_stb_i,
    output  reg 		            wb_ack_o,
    input   wire                    rx_i,
    output  wire                    tx_o
);
wire [7:0]  reg_status  ;
wire [7:0]  reg_data  ;
wire [31:0] reg_div  ;
wire select_sd_reg = (wb_adr_i == 1'b0);        
wire select_cd_reg = !select_sd_reg;
assign  wb_dat_o    = select_cd_reg ? reg_div : {16'd0, reg_status, reg_data};
wire    [3:0]   reg_div_we   = select_cd_reg ? {4{wb_we_i & wb_stb_i}} & wb_sel_i : 4'b0000;
wire            reg_data_we   = select_sd_reg ? wb_we_i & wb_stb_i & wb_sel_i[0] : 1'b0;
reg reg_data_re   = 0;
always @(posedge wb_clk_i)
    reg_data_re <= select_sd_reg ? !wb_we_i & wb_stb_i  & wb_sel_i[0] : 1'b0;
simpleuart#(
    .DEFAULT_DIV(1)
) 
simpleuart (
    .clk         (wb_clk_i),
    .reset       (wb_rst_i),
    .ser_tx      (tx_o),
    .ser_rx      (rx_i),
    .reg_div_we  (reg_div_we),
    .reg_div_di  (wb_dat_i),
    .reg_div_do  (reg_div),
    .reg_dat_we  (reg_data_we),
    .reg_dat_re  (reg_data_re),
    .reg_dat_di  (wb_dat_i[7:0]),
    .reg_dat_do  (reg_data),
    .reg_status  (reg_status)
);
always @(posedge wb_clk_i) begin
if (wb_rst_i)
    wb_ack_o <= 1'b0;
else
    wb_ack_o <= wb_stb_i & !wb_ack_o;
end
endmodule

===== design/flow/run.sh =====
#!/bin/bash
# OpenROAD 26Q1-2900-gdf79404cd8, Yosys 0.63+post, stock flow scripts
make -C /OpenROAD-flow-scripts/flow DESIGN_CONFIG=/design/flow/config.mk WORK_HOME=/design/flow/orfs finish

===== design/flow/config.mk =====
export PLATFORM = sky130hd
export DESIGN_NAME = simpleuart_wb
export DESIGN_NICKNAME = simpleuart_wb
export VERILOG_FILES = /design/flow/design.v
export SDC_FILE = /design/flow/constraint.sdc
export NUM_CORES = 4
export LEC_CHECK = 1
export CORE_UTILIZATION = 50

===== design/flow/constraint.sdc =====
current_design simpleuart_wb

set clk_period 6.9
set clk_io_pct 0.2

create_clock -name clk0 -period $clk_period [get_ports {wb_clk_i}]

set non_clock_inputs [all_inputs -no_clocks]
set_input_delay [expr $clk_period * $clk_io_pct] -clock clk0 $non_clock_inputs
set_output_delay [expr $clk_period * $clk_io_pct] -clock clk0 [all_outputs]

==> commit_impl_results.txt <==
Store results of the implementation flow

- Result of the run: finished clean
* Start point of the critical path: wb_adr_i[2]
- The clock network is responsible for 40.5% of the overall power.
* N_diodes: 0
* Global router's overall resource usage: 25.2%
- Entering global routing, the biggest net connects 62 pins.
- Per the detail_route report, routed wire per instance is 15.5 um.
- The final report gives the standard cell area, fillers excluded, as 9580 um^2.
* Final setup violation count: 0
- Static leakage power: 3.86 nW
- Per the summary, power density relative to cell area is 240 nW/um^2.
- In this run the maximum-capacitance check reported violations numbering 0.
* Area growth from synthesis to layout: 18.2%
* Power share of the combinational group: 22.9%
- The report shows a maximum critical-path fanout of 19.
- According to the hold report, the worst path is of the reg2reg type.
* Crit end category: output pin
* Layout cells sized above 1: 5.87%
* Startpoint Class: primary input
- CTS Sinks: 133
- Placer Congestion: 0.865
* Overall die height: 129 um
- In this run the cell area of the synthesized design comes to 8100 um^2.
- After floorplanning, the core was divided into 46 placement rows.
* Cell count listed in synth_stat.txt: 960
- Syn. warnings: 2
- The number of cells on the worst hold path is listed as 1.
- The number of warnings reported in the stage logs is 29.
* Clock slew at reported path FFs: 0.06 ns
- In the synthesized netlist, the number of instances is 960.
- The analysis reports a worst IR drop on VDD of 0.214 mV.
- The number of global-route vias before repair was 6,223.
- At the placement stage, the worst setup path has a slack of 2.19 ns.
- Summed over all nets, the half-perimeter wirelength after detailed placement is 14.8 mm.
- I/O Buffers: 75
* Most popular library cell in the synthesized design by count: dfxtp_1
- Worst setup skew after layout: 0.0119 ns
- Count of library flops with an enable pin: 0
* Slew @ Worst Pin: 0.761 ns
- After synthesis, the cell types taking the most area are dfxtp_1 (33%), ha_1 (16%), nand2_1 (5.4%).
- Area share of the largest cell type after synthesis: 32.9%
- Resize count post-CTS: 0
- Buffers inserted during clock tree synthesis total 17.
* Highest attainable clock frequency: 214 MHz
- Required time at the worst-slack endpoint: 5.52 ns
- The OpenROAD report gives the critical path a data arrival time of 3.29 ns.
- The capture point of the critical path was reported as wb_dat_o[2].
- The first detailed-routing pass took 6 iterations.
- In this run the cell area measured after placement is 8970 um^2.
- Iteration-0 DRC count of the detailed router: 385
- The region available for standard cell placement spans 15,800 um^2.
- Once detail routing completed, the nets flagged for antenna violations numbered 0.
* Worst max-slew margin expressed relative to the limit: 49.1%
- Die area: 16,700 um^2
- In the final report, the number of pins over their slew limit comes to 0.
- The timing report gives the worst reg2reg path a setup slack of 3.68 ns.
* Cts-stage hold buffer count: 0
* Share of total power in sequential cells: 36.6%
- The power report lists cell-internal power as 1.57 mW.
- Switching power as a fraction of the total was reported as 31.8%.
- Summed over all nets, the switching power comes to 732 uW.
* Maximum clock insertion buffer count: 2
- Overall via count from detail_route: 6,750
- Setup slack closes at 2.23 ns.
- The cell sitting at the root of the clock tree is a clkbuf_16.
- Flops after synth: 133
* Filler Cells Inserted: 1,380
- By startpoint and endpoint, the worst setup path is classified as in2out.
- Cell accounting for the most synthesized area: dfxtp_1
- Setup tns final: 0 ns
- Starting utilization of the core area: 51.2%
- Yosys-reported design area after synthesis: 8100 um^2
- Clock latency on the worst-skew pair: 0.42 ns
- CTS H-tree depth: 4
- The synthesis report gives the async set-or-reset register share as 0%.
- CTS tree: done
- Setup repair after global routing left no endpoint under its margin.
* IO Pins: 76
- The initial antenna violation count came to 0.
- Average cell area after synthesis: 8.44 um^2
- Wire length of the first global-routing pass: 32.1 mm
- STA lists the endpoint of the worst register-to-register path as simpleuart.recv_divcnt[15].
- Worst r2r path cells: 10
* Buffers inserted during post-CTS setup optimization: 0
- The global route stage reports its total congestion overflow as 0.
- Sequential element share of the synthesized area: 32.9%
- Subtracting the final worst setup slack from the clock period gives 4.67 ns.
* DRC errors left: 0
- The wire length recorded after detailed routing is 19.5 mm.
- Measured along the x axis, the die boundary spans 129 um.
* Most used flip-flop cell: dfxtp_1
- The worst register-to-register path begins at simpleuart.cfg_divider[14].
- The routed design shows a via density per instance of 5.37.
- Top cells by count, synth: dfxtp_1 (133), nand2_1 (117), nor2_1 (113)
- Endpoints failing hold in the final report were tallied at 0.
- After layout, the worst path uses 67.7% of the clock period.
* Distinct cell type count of the synthesized netlist: 62
## worst max-delay path: stages
cell	delay, ns
clkdlybuf4s50_1	0.80
buf_4	0.34
mux2_2	0.36
clkdlybuf4s50_1	0.41
## kinds of logic (layout without fill, tap and decap cells)
logic type	count (synthesis)	after routing	share of synthesized area (%)
multiplexers	28	28	3.61
buffers and inverters	80	160	4.48
adder cells (fa/ha/maj)	102	102	15.7
AND-OR/OR-AND	157	157	12.3
XOR/XNOR	60	60	6.48
flip-flops	133	133	32.9
AND/OR/NAND/NOR	400	400	24.5
## metrics by stage
stage | utilization, % | hold slack (ns) | cells | total power [mW]
final | 60.5 | 0.422 | 1256 | 2.30
after detailed placement | 56.7 | 0.411 | 1224 | 1.39
after global routing | 60.5 | 0.469 | 1256 | 2.43
after global placement | 56.7 | 0.408 | 1224 | 1.39
after floorplan | - | 0.372 | 960 | 1.28
after CTS | 60.5 | 0.425 | 1256 | 2.32
## layout by cell type (no fill, tap or decap), types with 3 or more instances in the layout
cell type	n
nand2b_1	3
clkbuf_16	17
nor2_1	113
nand3_1	27
and2_1	32
nor4_1	14
or3_1	9
inv_6	5
o211ai_1	11
nor3b_1	8
a211oi_1	4
xnor2_1	20
mux2_2	9
dfxtp_1	133
a21oi_1	74
nor2b_1	5
xor2_1	40
clkdlybuf4s50_1	74
nor3_1	8
and4_1	9
o21ai_0	30
inv_1	48
ha_1	102
a22oi_1	3
buf_4	5
nand2_1	117
inv_8	3
nand4_1	34
mux2i_1	18
and3_1	8
o21a_1	4
a21o_1	9
## sequential cells by signal, summed over array words and instances (netlist names), 4 cells and up
name and count:
simpleuart.cfg_divider 32, simpleuart.recv_buf_data 8, simpleuart.recv_divcnt 32, simpleuart.recv_pattern 8, simpleuart.recv_state 4, simpleuart.send_bitcnt 4
simpleuart.send_divcnt 32, simpleuart.send_pattern 9
## how the worst min path moves through the flow
stage | start | endpoint
after global routing | wb_ack_o | wb_ack_o
final | wb_ack_o | wb_ack_o
after CTS | wb_ack_o | wb_ack_o
## power groups by stage
stage | clock [mW] | sequential (mW) | combinational (mW)
6_report | 0.931 | 0.842 | 0.528
4_1_cts | 0.950 | 0.841 | 0.531
5_1_grt | 0.985 | 0.848 | 0.601
## final cells by class
type | count | area [um^2] | share of cell area, %
Inverter | 48 | 180 | 1.88
Clock buffer | 19 | 443 | 4.62
Tap cell | 216 | 270 | 2.82
Timing Repair Buffer | 80 | 783 | 8.18
Multi-Input combinational cell | 747 | 5080 | 53.0
Clock inverter | 13 | 163 | 1.70
Sequential cell | 133 | 2660 | 27.8
## routing by layer
layer | routed length, um | up-vias | GRT usage, %
met4 | 123 | 0 | 1.59
met3 | 1080 | 11 | 5.38
met5 | 0 | - | 0
li1 | - | 3512 | -
met2 | 7780 | 139 | 34.8
met1 | 10500 | 3088 | 42.2
Power is estimated from default activity; no workload was simulated.
